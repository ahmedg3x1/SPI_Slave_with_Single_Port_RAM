==> design/flow/config.mk <==
export PLATFORM = sky130hd
export DESIGN_NAME = spi_slave_with_spr
export DESIGN_NICKNAME = spi_slave_with_spr
export VERILOG_FILES = /design/flow/design.v
export SDC_FILE = /design/flow/constraint.sdc
export NUM_CORES = 4
export LEC_CHECK = 1
export CORE_UTILIZATION = 50
==> design/flow/constraint.sdc <==
current_design spi_slave_with_spr

set clk_period 29.7
set clk_io_pct 0.2

create_clock -name clk0 -period $clk_period [get_ports {clk}]

set non_clock_inputs [all_inputs -no_clocks]
set_input_delay [expr $clk_period * $clk_io_pct] -clock clk0 $non_clock_inputs
set_output_delay [expr $clk_period * $clk_io_pct] -clock clk0 [all_outputs]
==> design/flow/design.v <==
module spi_slave(clk, rst_n, SS_n, MOSI, MISO, rx_data, rx_valid, tx_data, tx_valid);
    parameter IDLE      = 3'b000, 
              CHK_CMD   = 3'b001, 
              WRITE     = 3'b010,
              READ_ADD  = 3'b011,
              READ_DATA = 3'b100;
    input clk, rst_n, SS_n, MOSI;
    output reg MISO;
    input [7:0] tx_data;
    input tx_valid; 
    output reg [9:0] rx_data;
    output rx_valid;   
    (*fsm_encoding = "gray"*)
    reg [2:0] cs, ns;
    reg addr_rd_recived;
    always @(*) begin
        case (cs)
            IDLE:
                if(~SS_n)
                    ns = CHK_CMD;
                else
                    ns = IDLE;      
            CHK_CMD:
                if(~SS_n)
                    if(~MOSI)
                        ns = WRITE;
                    else if(MOSI)
                        if(addr_rd_recived)
                            ns = READ_DATA;
                        else
                            ns = READ_ADD;
                else
                    ns = IDLE;    
            WRITE:   
                if(~SS_n) begin
                    ns = WRITE;
                end
                else
                    ns = IDLE;   
            READ_ADD:
                if(~SS_n)
                    ns = READ_ADD;
                else
                    ns = IDLE;   
            READ_DATA: 
                if(~SS_n)
                        ns = READ_DATA;
                    else
                        ns = IDLE;  
            default: 
                ns = IDLE; 
        endcase
    end
    always @(posedge clk) begin
        if(~rst_n) 
            cs <= IDLE;
        else 
            cs <= ns;     
    end
    reg [3:0] counter_to_10, counter_to_8;
    always @(posedge clk) begin
        if(~rst_n) begin
           counter_to_10   <= 0;
           counter_to_8    <= 0;
           rx_data         <= 0;
           addr_rd_recived <= 0;
           MISO            <= 0;
        end
        else begin
            case(cs) 
                IDLE: begin
                    MISO          <= 0;
                    rx_data       <= 0;
                    counter_to_10 <= 0;
                    counter_to_8  <= 0;
                end
                WRITE, READ_ADD:
                    if(counter_to_10 < 10) begin
                        rx_data[9-counter_to_10] <= MOSI;
                        counter_to_10 <= counter_to_10 + 1;
                    end 
                    else if(cs == READ_ADD)
                        addr_rd_recived <= 1;   
                READ_DATA: begin
                    if(counter_to_10 < 10) begin
                        rx_data[9-counter_to_10] <= MOSI;
                        counter_to_10 <= counter_to_10 + 1;
                    end 
                    if(counter_to_8 < 8 && tx_valid) begin
                        MISO <= tx_data[7-counter_to_8];
                        counter_to_8 <= counter_to_8 + 1;
                    end
                    else 
                        MISO <= 0;
                end
            endcase
        end
    end
    assign rx_valid = (counter_to_10 == 10 && cs != IDLE && ~tx_valid) ? 1'b1 : 1'b0;
endmodule
module spi_slave_with_spr(clk, rst_n, SS_n, MOSI, MISO);
    input clk, rst_n, SS_n, MOSI;
    output MISO;
    wire [9:0] rx_data;
    wire [7:0] tx_data;
    wire rx_valid, tx_valid;
    spi_slave spi_slave_m(.clk(clk), .rst_n(rst_n), .SS_n(SS_n), .MOSI(MOSI), .MISO(MISO), .rx_data(rx_data), .rx_valid(rx_valid), .tx_data(tx_data), .tx_valid(tx_valid));
    spr spr_m(.clk(clk), .rst_n(rst_n), .din(rx_data), .rx_valid(rx_valid), .dout(tx_data), .tx_valid(tx_valid));
endmodule
module spr(clk, rst_n, din, rx_valid, dout, tx_valid);
    parameter MEM_DEPTH = 256,
              ADDR_SIZE = 8;
    input clk, rst_n, rx_valid;
    input [9:0] din; 
    output reg tx_valid;
    output reg [7:0] dout;
    reg [7:0] mem [MEM_DEPTH-1:0];
    reg [ADDR_SIZE-1:0] addr_wr, addr_rd;
    always @(posedge clk) begin
        if(~rst_n) begin
            dout <=0;
            tx_valid <= 0;
            addr_rd <= 0;
            addr_wr <= 0;
        end
        else if(rx_valid) begin
            case (din[9:8])
                2'b00: 
                    addr_wr <= din[7:0];    
                2'b01:
                    mem[addr_wr] <= din[7:0];
                2'b10:
                    addr_rd <= din[7:0];
                2'b11:
                    dout <= mem[addr_rd]; 
            endcase
            if(din[9:8] == 2'b11) 
                tx_valid <= 1;
            else
                tx_valid <= 0;
        end
    end
endmodule
==> design/flow/run.sh <==
#!/bin/bash
# OpenROAD 26Q1-2900-gdf79404cd8, Yosys 0.63+post, stock flow scripts
make -C /OpenROAD-flow-scripts/flow DESIGN_CONFIG=/design/flow/config.mk WORK_HOME=/design/flow/orfs finish
==> impl_metrics.py <==
# Metrics from the implementation run
metrics = {
    "status": {
        "status": "completed",
    },
    "detailed_routing": {
        "via_per_inst": 6.31,
        "dr.pass1.iters": 7,
        "antenna_left": 0,
        "dr_total_vias": 41500,
        "wl_met1_mm": 74.4,
        "drt_first_iter_violations": 2996,
        "wl_met2_mm": 103,
        "route.met3.wl_mm": 43.9,
        "wl_mm": 231,
        "drc": 0,
        "top_layer_used": "met5",
        "wl_per_cell_um": 35.2,
    },
    "global_routing": {
        "grt_overflow": 0,
        "grt_pass1_vias": 46000,
        "grt_max_degree": 110,
        "grt_pass1_wl_mm": 331,
        "grt_util_all_layers_pct": 31.9,
        "antenna_found_initial": 5,
    },
    "worst_setup_path": {
        "criticalPathCategory": "input pin to flop",
        "required_ns": 30.14,
        "slowest_delay_ns": 0.81,
        "crit_top_cell": "nand2_1",
        "cp_top_family": "simple AND/OR/NAND/NOR gates",
        "arrival_ns": 9.72,
        "rrSetupSlack_ns": 23.97,
        "crit_slowest_cell": "nor3_1",
        "crit_chain": "clkdlybuf4s50_1 > nand2_1 > nor3_1 > and3b_1 > nand2_1 > nor2_1",
        "cp_max_fo": 16,
        "cp-end-kind": "flop",
        "cp.buffers_inverters": 1,
        "cp-start-kind": "input pin",
    },
    "min_path": {
        "hp-class": "flop to flop",
    },
    "cts": {
        "path_clk_slew_ns": 0.06,
        "cts_resized": 0,
        "cts_max_path_buffers": 3,
        "hold_buffers": 0,
        "insertion_delay_ns": 0.86,
        "cts_buffers": 202,
        "postCtsSetupBuffers": 0,
        "cts_tree": "built",
        "htreeDepth": 4,
        "cts_root_buf": "clkbuf_16",
    },
    "timing": {
        "unclocked_pins": 3,
        "fmax_ghz": 0.108,
        "hold_violations": 0,
        "rsz0062_at_grt": "no",
        "drv_slew": 0,
        "tns_ns": 0,
        "untimed_endpoints": 3,
        "finClkSkew_ns": 0.0613,
        "final.period_utilization_pct": 31.3,
        "period_minus_slack_ns": 9.28,
        "worst_slew_pin_slew_ns": 1.12,
        "slew_headroom_pct": 25.5,
        "finalSetupViolCount": 0,
    },
    "floorplan": {
        "chipArea_um2": 166000,
        "die_x_um": 408,
        "fp.dieH_um": 408,
        "coreArea_um2": 163000,
        "ios": 5,
        "fp-utilization_pct": 50.4,
        "rows": 148,
    },
    "placed_design": {
        "dp_hpwl_mm": 147,
        "portBuffers": 4,
        "place_congestion": 0.991,
    },
    "synth": {
        "syn-instance-count": 4088,
        "synth_flops": 2099,
        "yosys_cells": 4088,
        "syn-cell-area_um2": 82300,
        "yosys_warnings": 4,
        "netlist-cell-type-count": 72,
        "edf_count": 2048,
        "async_reset_ff_share_pct": 0,
        "yosys_area_um2": 82300,
        "ys.flop_type": "edfxtp_1",
        "syn_avg_cell_area_um2": 20.1,
    },
    "power_and_ir_drop": {
        "leakagePower_nw": 26.2,
        "vdd_drop_max_uv": 59.0,
        "pwr_density_cell_nw_per_um2": 63.3,
    },
    "run": {
        "openroad.warnings": 37,
        "maxCapViolations": 0,
    },
    "layout": {
        "area_growth_pct": 11.4,
        "nFillCells": 11900,
        "drive_above_1_share_pct": 21.2,
        "logic_area_um2": 18100,
        "regArea_um2": 62600,
        "utilization_pct": 56.2,
    },
}
sequential cells by signal, indices dropped and copies added, names as in the netlist:
name	cells
spi_slave_m.rx_data	10
spi_slave_m.counter_to_10	4
spi_slave_m.MISO	1
spr_m.addr_wr	8
spr_m.tx_valid	1
spi_slave_m.ns	3
spi_slave_m.counter_to_8	4
spr_m.mem	2048
spi_slave_m.cs	3
spr_m.addr_rd	8
spi_slave_m.addr_rd_recived	1
spr_m.dout	8
worst min-delay path: stages, from the launching register on:
cell and delay, ns:
dfxtp_1 0.31, nand2_1 0.05, a21oi_1 0.05
per-layer routing:
metal / vias to the layer above / track usage [%]
li1: 17200 / -
met1: 20700 / 42.2
met2: 3105 / 42.5
met3: 436 / 26.0
met4: 22 / 8.99
met5: - / 3.74
logic make-up (layout without fill, tap and decap cells):
logic type	Yosys count	after routing	synth area share (%)
AOI/OAI and AO/OA	391	391	3.34
xor gates and xnor gates	9	9	0.0958
adders and majority gates	14	14	0.213
buffers and inverters	255	560	2.08
DFF	2096	2096	75.9
latches	3	3	0.0547
muxes	689	689	14.9
other	0	7	0
and+or+nand+nor	631	631	3.39
layout make-up:
cell class / count / area share [%]
Antenna cell: 7 / 0.0191
Timing Repair Buffer: 177 / 1.57
Clock inverter: 126 / 1.65
Sequential cell: 2099 / 68.2
Inverter: 14 / 0.0600
Tap cell: 2175 / 2.97
Multi-Input combinational cell: 1734 / 19.8
Clock buffer: 243 / 5.75
worst paths after layout:
| kind | from | endpoint | depth (start not counted) |
|---|---|---|---|
| worst max-delay path | rst_n | spr_m.mem[76][3]$_DFFE_PP_ | 6 |
| worst min-delay path | spi_slave_m.counter_to_8[3]$_SDFFE_PN0P_ | spi_slave_m.counter_to_8[3]$_SDFFE_PN0P_ | 2 |
| worst max register to register | spr_m.addr_rd[0]$_SDFFE_PN0P_ | spr_m.dout[3]$_SDFFE_PN0P_ | 10 |
| worst min register to register | spi_slave_m.counter_to_8[3]$_SDFFE_PN0P_ | spi_slave_m.counter_to_8[3]$_SDFFE_PN0P_ | 2 |
cell usage in the layout, fill, tap and decap left out, types with 8 or more instances in the layout:
cell type / instances
edfxtp_1: 2048
mux4_2: 414
nor2_1: 335
mux2i_1: 254
clkbuf_16: 205
buf_4: 165
nand2_1: 121
o22ai_1: 90
a22oi_1: 50
a21oi_1: 45
o21ai_0: 41
clkbuf_1: 38
clkinv_2: 37
dfxtp_1: 36
nand3_1: 34
clkinv_1: 32
o221ai_1: 31
nor3_1: 30
a211oi_1: 27
bufinv_16: 26
a2111oi_0: 15
a31oi_1: 15
nand4_1: 14
ha_1: 14
nor4_1: 13
clkinvlp_4: 13
inv_1: 12
mux4_1: 12
dfxtp_4: 12
or3_1: 11
o211ai_1: 11
and2_1: 10
a22o_1: 10
nor2b_1: 9
mux2_2: 9
and3_1: 8
buf_12: 8
synthesized netlist by cell type, drive strengths merged (6+ instances only):
library cell	n	area [µm²]
edfxtp	2048	61500
mux4	426	9640
nor2	336	1260
mux2i	254	2540
buf	143	1290
nand2	122	458
clkbuf	98	369
o22ai	90	563
a22oi	50	375
dfxtp	48	961
a21oi	45	225
o21ai	43	215
nand3	35	175
o221ai	32	287
nor3	31	160
a211oi	28	215
a2111oi	26	246
a31oi	15	93.8
ha	14	175
nand4	14	87.6
and2	13	81.3
inv	13	48.8
nor4	13	81.3
nor2b	12	75.1
o211ai	11	82.6
or3	11	68.8
a22o	10	87.6
mux2	9	101
and3	8	50.1
a311oi	7	61.3
nand2b	7	43.8
nor4bb	6	60.1
metrics by stage:
stage	power [mW]	area, µm²	setup WS [ns]	hold WS, ns	cells
after floorplan	3.26	82300	21.53	0.421	4088
after global placement	3.26	84900	19.90	0.440	6199
after detailed placement	3.26	84900	19.80	0.447	6199
after CTS	5.84	91700	20.64	0.455	6568
after global routing	5.95	91700	20.31	0.493	6569
final	5.81	91700	20.42	0.453	6575
report_power, final:
part	switching (mW)	total, mW	internal [mW]
logic	0.00302	0.00417	0.00115
clock network	1.11	2.61	1.50
registers	0.000310	3.19	3.19
Power and IR drop assume default switching activity.
